`design/flow/config.mk`:
```
export PLATFORM = sky130hd
export DESIGN_NAME = subtracter32bit
export DESIGN_NICKNAME = subtracter32bit
export VERILOG_FILES = /design/flow/design.v
export SDC_FILE = /design/flow/constraint.sdc
export NUM_CORES = 4
export LEC_CHECK = 1
export CORE_AREA = 10 10 113 113
export DIE_AREA = 0 0 123 123
```
`design/flow/run.sh`:
```
#!/bin/bash
# OpenROAD 26Q1-2900-gdf79404cd8, Yosys 0.63+post, stock flow scripts
make -C /OpenROAD-flow-scripts/flow DESIGN_CONFIG=/design/flow/config.mk WORK_HOME=/design/flow/orfs finish
```
`design/flow/constraint.sdc`:
```
current_design subtracter32bit

set clk_period 12.7
set clk_io_pct 0.2

create_clock -name clk0 -period $clk_period

set non_clock_inputs [all_inputs -no_clocks]
set_input_delay [expr $clk_period * $clk_io_pct] -clock clk0 $non_clock_inputs
set_output_delay [expr $clk_period * $clk_io_pct] -clock clk0 [all_outputs]
```
`design/flow/design.v`:
```
module subtracter32bit(input [31:0] a, input [31:0] b, output [32:0] result);
	assign result = a - b;
endmodule
```
==> changes_impl.md <==
## Flow update

- Ys Warns: 0
- Post-CTS Hold Buffers: 0
- Yosys Chip Area: roughly 1900 sq um
- Via count of the first global-routing pass: between 2,000 and 2,500
- XOR Share, Synth: 0.134
- Final critical-path required period: approximately 8.1 ns
- Synth mux share: 0
- Cells after Synth: roughly 280
- Flops: 0
- # Cells Yosys: 276
- FP Rows: 37
- Comb area leader: AND-OR/OR-AND gates
- Unique cell types: ~51
- Share of cells above drive strength 1: 0.0305
- Area growth, synth to finish: 57.6%
- WL/cell: ~14 um
- Vias/cell: approximately 4.4
- Num ports: a little under 100
- Chip height: roughly 120 um
- Critical Path Fanout Max: 6
- Diode count: 0
- Storage element area: 0 sq um
- Initial DRT Pass Iterations: 4
- Startpoint types: input port
- Syn Area/Cell: 6.85 sq um
- CP Capture Type: output port
- Rel. slew slack: 0.742
- Tightest Pin Transition: 0.378 ns
- Maxcap violations: 0
- Post-synth seq share: 0
- Tool Warnings: 32
- Final Hold Fails: 0
- FP Core Util: 0.183
- Pin count of the biggest net entering global routing: 10
- Die X: roughly 120 um
- Routed wire length: roughly 6.7 mm
- Crit path required time: approximately 10 ns
- HPWL Detailed: approximately 6 mm
- Initial antenna violation count: 0
- Leakage: 1.35 nW
- Port bufs: between 90 and 100
- Initial DRC Count: 116
- First-pass GRT wire length: roughly 11 mm
- # DRC: 0
- Total GRT Usage: 0.0847
- Post-CTS Setup Inserts: 0
- Arrival @ worst endpoint: around 5.6 ns
- Max-slew violations: 0
- WS Path Type: in2out
- Post-DRT Antenna Nets: 0
- Clock buffers: 0
- Post-CTS sizing: 0
- Adder Area Share: 0.222
- Core area: around 10,000 sq um
- Die Area: roughly 15,000 sq um
- Status: finished clean
- Total grt overflow: 0
- Dpl ws: 4.54 ns
- Peak Freq: approximately 120 MHz
- Gpl congestion: between 0.8 and 0.9
- Finished Layout Cells: roughly 500
- Pwr per Cell Area: around 53 nW/um^2
- RSZ-0062 raised after global routing: no
- Final setup fails: 0
- VDD IR-drop max: ~0.024 mV
- Routed via count: around 2,200
- Synth Cell Area: 1890 sq um
- Placed insts: between 400 and 500
- AO/OA Area Share: 0.367
- Post-Synth Simple-Gate Area: 0.170
- Cycle use final: 0.639
- TNS Setup: 0 ns
- Worst Slack Setup Final: 4.59 ns
- Worst Hold Class: in2out
through the flow:
stage | util | hold WS, ns | total power [W] | instance area (sq um)
6_report | 0.289 | 6.09 | 0.000159 | 2980
3_5_place_dp | 0.289 | 6.10 | 0.000161 | 2980
3_3_place_gp | 0.289 | 6.08 | 0.000162 | 2980
2_1_floorplan | - | 5.19 | 0.0000759 | 1890
4_1_cts | 0.289 | 6.10 | 0.000162 | 2980
5_1_grt | 0.289 | 6.15 | 0.000177 | 2980
path summary, 6_finish.rpt:
kind / startpoint / to / cells after the start
max: b[10] / result[31] / 11
min: a[0] / result[0] / 5
synth_stat cells, types with 4 or more instances:
master,number,area share
inv_1,40,0.079
ha_1,32,0.21
a21oi_1,22,0.058
nand2_1,21,0.042
a21o_1,15,0.060
xnor2_1,15,0.069
o21ai_0,14,0.037
xor2_1,14,0.065
nor2_1,12,0.024
nand3_1,8,0.021
clkbuf_1,7,0.014
a211oi_1,6,0.024
nand4_1,6,0.020
o21a_1,6,0.024
a31oi_1,5,0.017
buf_2,5,0.013
nor3_1,4,0.011
kinds of logic after synthesis:
group	count (synthesis)
simple gates	65
compound gates	97
buf+inv	52
xor+xnor	29
fa+ha+maj	33
layer usage:
layer | part of all wire | wire length (um) | GRT usage
met5 | 0 | 0 | 0
met2 | 0.46 | 3100 | 0.144
met1 | 0.43 | 2930 | 0.110
met4 | 0.0045 | 30 | 0.00364
met3 | 0.10 | 679 | 0.0245
final cells by class:
| class | instances | area (sq um) |
|---|---|---|
| Fill cell | 1112 | 7340 |
| Inverter | 40 | 150 |
| Multi-Input combinational cell | 224 | 1690 |
| Tap cell | 136 | 170 |
| Timing Repair Buffer | 97 | 971 |
cell usage in the layout (no fill, tap or decap), drive strengths merged, types with 2 or more instances in the layout:
cell type	netlist	layout
and2	2	2
xnor2	15	15
o2111ai	2	2
a41oi	3	3
o31ai	2	2
ha	32	32
o211ai	2	2
a21oi	23	23
o21ai	16	16
a211oi	7	7
nor2	12	12
a31oi	5	5
o21bai	2	2
nand4	6	6
a21o	15	15
nand2	21	21
a21boi	3	3
nor2b	4	4
and3	2	2
xor2	14	14
nor3	4	4
inv	40	40
o21a	6	6
nand3	8	8
clkdlybuf4s50	0	97
power by group:
part / switching [W] / internal [W] / leakage [nW]
sequential: 0 / 0 / 0
clock: 0 / 0 / 0
combinational: 0.0000649 / 0.0000940 / 1.35
total: 0.0000649 / 0.0000940 / 1.35
worst max-delay path, stage by stage:
cell	delay [ns]
clkdlybuf4s50_1	0.46
inv_1	0.04
ha_1	0.40
nand3_1	0.17
nor3b_1	0.32
or3_4	0.19
o2111ai_2	0.16
a32oi_2	0.41
a41o_1	0.25
xor2_1	0.14
clkdlybuf4s50_1	0.48
Power figures rest on the tool's default switching activity, not on a simulated workload.
