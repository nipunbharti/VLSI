[./config.mk]
export PLATFORM = sky130hd
export DESIGN_NAME = adder32bit
export DESIGN_NICKNAME = adder32bit
export VERILOG_FILES = /design/flow/design.v
export SDC_FILE = /design/flow/constraint.sdc
export NUM_CORES = 4
export LEC_CHECK = 1
export CORE_AREA = 10 10 108 108
export DIE_AREA = 0 0 118 118
[./constraint.sdc]
current_design adder32bit

set clk_period 15.7
set clk_io_pct 0.2

create_clock -name clk0 -period $clk_period

set non_clock_inputs [all_inputs -no_clocks]
set_input_delay [expr $clk_period * $clk_io_pct] -clock clk0 $non_clock_inputs
set_output_delay [expr $clk_period * $clk_io_pct] -clock clk0 [all_outputs]
[./design.v]
module adder32bit(input [31:0] a, input [31:0] b, output [32:0] result);
	assign result = a + b;
endmodule
[./run.sh]
#!/bin/bash
# OpenROAD 26Q1-2900-gdf79404cd8, Yosys 0.63+post, stock flow scripts
make -C /OpenROAD-flow-scripts/flow DESIGN_CONFIG=/design/flow/config.mk WORK_HOME=/design/flow/orfs finish
==> run notes <==
Reports from this run.

- The total global-route track usage is 0.0958.
- The largest net degree at the start of global routing reads 12.
- In this run the critical path is formed by clkdlybuf4s50_1, ha_1, a21o_1, or2_0, or3_1, o32ai_2, o31ai_1, xnor2_1, clkdlybuf4s50_1.
- The count of pins on the block boundary reads 97.
- The final cell count without fillers reads 491.
- The routability-driven placement congestion ratio is 0.841.
- The number of different library cells in the post-synthesis netlist reads 51.
- The flow ran to the end, and the final reports show no timing, DRC or antenna violations.
- The transition time recorded at the tightest slew-check pin is 526 ps.
- The startpoint type of the worst setup path is an input port.
- The required time of the worst setup path is 12560 ps.
- The total tool warning count reads 32.
- Power spread over the standard cell area amounts to 44.7 nW/um2.
- The routed wirelength normalized by instance count reads 14.2 um.
- The sum of negative setup slack is 0 ps.
- The final-layout clock buffer total reads 0.
- Per the post-synthesis stats, the area per cell is 6.94 um2.
- The worst hold path stage count reads 3.
- The floorplan step set the die height to 118 um.
- The max-slew violation total from the final report is 0.
- The max-capacitance violation count reads 0.
- Per the finish-stage timing summary, setup violations number 0.
- The repair_antennas step left the layout with diodes totalling 0.
- The count of buffers added on input and output ports is 97.
- The final critical-path share of the clock period is 0.587.
- The sequential cell count is 0.
- The overall die width is 118 um.
- For this run, the register share of the synthesized area comes to 0.
- At the floorplan stage, the core utilization is reported as 0.205.
- The number of instances resized during post-cts repair is 0.
- The remaining design rule violation count is 0.
- VDD sags by at most 0.0000161 V.
- In this design, the critical path's most frequently occurring cell is sky130_fd_sc_hd__clkdlybuf4s50_1.
- The number of antenna-violating nets in the routed design is 0.
- For this run, the slowest stage of the critical path takes 500 ps.
- The area growth from synthesis to layout is 57.2%.
- Post-synthesis, Yosys gives the total cell area as 1900 um2.
- The post-synthesis cell count reads 274.
- The total global routing overflow is 0.
- The post-route cell area reads 2990 um2.
- The area of the placeable core reads 9280 um2.
- The highest net fanout along the worst path is 8.
- The Yosys step of the flow raised 0 warnings.
- The iteration-0 DRC count of the detailed router reads 191.
- The first detailed-routing pass took 4 iterations.
- The cell count in the Yosys report reads 274.
- The register cell area after layout is 0 um2.
- The critical path runs through a total of 9 cells.
- Per the final timing report, the hold violations number 0.
- The report puts the hold buffer count at CTS at 0.
- The filler cell count in the final layout is 994.
- The static leakage power reads 1.22 nW.
- The endpoint arrival time on the critical path reads 6070 ps.
- The total power is 0.134 mW.
- The worst setup path category is input port to output pin.
- The post-synthesis cell area reads 1900 um2.
- The wire length of the first global-routing pass is 11.5 mm.
- The cell at the slowest stage of the critical path is sky130_fd_sc_hd__clkdlybuf4s50_1.
- The routed via count divided by cell count reads 4.68.
- The post-route minimum period reads 9210 ps.
- The post-detailed-routing wire length is 6.95 mm.
- The combined buffer and inverter count along the critical path is 2.
- STA classifies the critical path endpoint as an output pin.
- The routed layout has 2297 vias.
- The standard cell area after detailed placement reads 2990 um2.
- According to the hold report, the worst path is of the input port to output pin type.
- The number of global-route vias before repair is 2255.
- The placed instance count is 491.
- The report lists the number of standard-cell rows as 35.
- Hold timing on the final database bottoms out at a slack of 7320 ps.
- Per the final layout report, the fraction of cells sized above drive strength 1 comes to 0.0304.
- Post-CTS timing repair inserted 0 buffers for setup.
- The die footprint reads 13900 um2.
- The kind of cell adding the most delay to the critical path reads buffers and inverters.
- The relative slew slack is 0.650.
- The initial antenna violation count is 0.
- The final HPWL from detailed placement reads 6.20 mm.
- Setup repair after global routing left no endpoint under its margin.
- The maximum frequency from static timing analysis is 109 MHz.
## where the power goes
part	switching, mW	internal (mW)	total, mW
clock	0	0	0
sequential	0	0	0
combinational	0.0555	0.0783	0.134
## layout make-up
cell class,instances,area [um2],area share
Inverter,8,30.0,0.0100
Multi-Input combinational cell,257,1830,0.611
Tap cell,129,161,0.0540
Timing Repair Buffer,97,971,0.325
## cell usage after synthesis, types with 2 or more instances
cell type | instances | area share
sky130_fd_sc_hd__a21oi_1 | 38 | 0.10
sky130_fd_sc_hd__ha_1 | 32 | 0.21
sky130_fd_sc_hd__nand2_1 | 21 | 0.041
sky130_fd_sc_hd__nor2_1 | 19 | 0.038
sky130_fd_sc_hd__xnor2_1 | 16 | 0.074
sky130_fd_sc_hd__nand3_1 | 14 | 0.037
sky130_fd_sc_hd__a21o_1 | 13 | 0.051
sky130_fd_sc_hd__o21ai_0 | 13 | 0.034
sky130_fd_sc_hd__xor2_1 | 11 | 0.051
sky130_fd_sc_hd__a211oi_1 | 8 | 0.032
sky130_fd_sc_hd__inv_1 | 8 | 0.016
sky130_fd_sc_hd__clkbuf_1 | 6 | 0.012
sky130_fd_sc_hd__nor3_1 | 6 | 0.016
sky130_fd_sc_hd__and3_1 | 5 | 0.016
sky130_fd_sc_hd__o211ai_1 | 5 | 0.020
sky130_fd_sc_hd__o21a_1 | 5 | 0.020
sky130_fd_sc_hd__a31oi_1 | 4 | 0.013
sky130_fd_sc_hd__o21bai_1 | 3 | 0.012
sky130_fd_sc_hd__o31ai_1 | 3 | 0.012
sky130_fd_sc_hd__or2_2 | 3 | 0.0099
sky130_fd_sc_hd__a31o_2 | 2 | 0.0092
sky130_fd_sc_hd__a41oi_1 | 2 | 0.0092
sky130_fd_sc_hd__and2_1 | 2 | 0.0066
sky130_fd_sc_hd__and4_1 | 2 | 0.0092
sky130_fd_sc_hd__buf_2 | 2 | 0.0053
sky130_fd_sc_hd__mux2i_1 | 2 | 0.011
sky130_fd_sc_hd__nand2b_1 | 2 | 0.0066
sky130_fd_sc_hd__nand4_1 | 2 | 0.0066
sky130_fd_sc_hd__nor4_1 | 2 | 0.0066
sky130_fd_sc_hd__o31a_2 | 2 | 0.011
## path summary, 6_finish.rpt
kind              start    endpoint  slack (ps)
hold / removal     b[0]   result[0]        7320
setup / recovery  a[19]  result[25]        6490
## cell usage in the layout, fill, tap and decap left out, drive strengths merged, types with 5 or more instances in the layout
cell           netlist  final
o21a                 5      5
inv                  8      8
xor2                11     11
nand3               14     14
ha                  32     32
o21ai               14     14
a211oi               8      8
and3                 6      6
xnor2               16     16
nor3                 6      6
nor2                19     19
o211ai               5      5
a21o                13     13
clkdlybuf4s50        0     97
a21oi               38     38
nand2               21     21
## metal layers
metal	up-vias	wire length, um	GRT usage
li1	1234	-	-
met1	993	3490	0.138
met2	68	3130	0.155
met3	2	312	0.0141
met4	0	16	0.00232
met5	-	0	0
## logic make-up (layout without fill, tap and decap cells)
group / count (synthesis) / count (layout) / synth area share
xor+xnor: 27 / 27 / 0.124
fa+ha+maj: 33 / 33 / 0.221
simple gates: 84 / 84 / 0.218
mux: 2 / 2 / 0.0105
compound gates: 111 / 111 / 0.388
buf+inv: 17 / 105 / 0.0388
## through the flow
| step | util | setup WS (ps) |
|---|---|---|
| 2_1_floorplan | - | 7650 |
| 3_3_place_gp | 0.322 | 6510 |
| 3_5_place_dp | 0.322 | 6490 |
| 4_1_cts | 0.322 | 6480 |
| 5_1_grt | 0.322 | 6220 |
| 6_report | 0.322 | 6490 |
Power is estimated from default activity; no workload was simulated.
