==> ./design.v <==
module multiplier15bit(input [15:0] a, input [15:0] b, output [31:0] result);
	assign result = a * b;
endmodule
==> ./run.sh <==
#!/bin/bash
# OpenROAD 26Q1-2900-gdf79404cd8, Yosys 0.63+post, stock flow scripts
make -C /OpenROAD-flow-scripts/flow DESIGN_CONFIG=/design/flow/config.mk WORK_HOME=/design/flow/orfs finish
==> ./config.mk <==
export PLATFORM = sky130hd
export DESIGN_NAME = multiplier15bit
export DESIGN_NICKNAME = multiplier15bit
export VERILOG_FILES = /design/flow/design.v
export SDC_FILE = /design/flow/constraint.sdc
export NUM_CORES = 4
export LEC_CHECK = 1
export CORE_UTILIZATION = 40
==> ./constraint.sdc <==
current_design multiplier15bit

set clk_period 13.2
set clk_io_pct 0.2

create_clock -name clk0 -period $clk_period

set non_clock_inputs [all_inputs -no_clocks]
set_input_delay [expr $clk_period * $clk_io_pct] -clock clk0 $non_clock_inputs
set_output_delay [expr $clk_period * $clk_io_pct] -clock clk0 [all_outputs]
==> impl_metrics.ini <==
; flow metrics
[setup_path]
path_common_cell = fa_1
arrival_ns = 9.39
path_max_fanout = 16
crit_path_start = b[1]
slowest_delay_ns = 0.98
path_delay_family = adder cells
worst-setup-path-type = input pin to output pin
crit_chain = clkdlybuf4s50_1 > nand2_1 > fa_1 > fa_1 > fa_1 > fa_1 > inv_1 > fa_1 > inv_1 > fa_1 > inv_1 > ha_1 > o21ai_0 > o21ai_0 > a21oi_1 > a2111oi_2 > nor2_1 > o21ai_0 > xnor2_1 > clkdlybuf4s50_1
startpoint_type = input pin
worstPathRequired_ns = 10.56
critPathBufInv = 5
cp-end-kind = output pin
crit_path_top_delay_cell = clkdlybuf4s50_1

[route]
vias = 6345
m1WireLength_um = 9230
drc = 0
dr.pass1.iters = 4
postRouteAntennaNets = 0
wl_per_cell_um = 16.0
viasPerCell = 4.93
routed-wl-met2_um = 8680
drt-total-wl_um = 20600
drt_iter0_drc = 170
wl_met3_um = 2580
insertedDiodeCount = 0
top_layer = met4

[synthesis]
top_area_cell = fa_1
synthCells = 984
ys_cells = 984
ys_top_cells_by_area = fa_1, ha_1, inv_1
syn-cell-area_sq_um = 8490
avgSynthCellArea_sq_um = 8.63
synth.top_cells.by_count = inv_1, fa_1, nand2_1
ys_seq_share_pct = 0
ys_area_sq_um = 8490
yosys_warnings = 0
yosysTopAreaCellShare_pct = 45.7
yosysUniqueCellTypes = 43
top_cell = inv_1

[timing]
max_freq_mhz = 83.1
setup-tns-final_ns = 0
period_used_pct = 91.2
grt_setup_unrepaired = false
finalSetupViolCount = 0
slew_violations = 0
final-hold-violation-count = 0
finalWorstPathRequiredPeriod_ns = 12.03
slew_headroom_pct = 43.5
fin_hold_ws_ns = 6.75
worst_pin_slew_ns = 0.845

[cts]
hold_buffers = 0
cts_resized = 0
post_cts_buffers = 0

[die]
die-area_sq_um = 21800
io-pin-count = 64
die_y_um = 148
fp-row-count = 52
core-area_sq_um = 20500
die_w_um = 148
fp-utilization_pct = 41.4

[cells_and_area]
nClkBuffers = 0
flops = 0
area_delta_synth_final_pct = 10.2
drive_gt1_share_pct = 1.18
num-fill-cells = 2058
seq_area_sq_um = 0

[run]
tool_warnings = 32
drv_cap = 0

[min_path]
hp-start = a[0]
min_path_type = input pin to output pin

[global_route]
grt_pass1_vias = 6884
grt_pass1_wl_um = 35600
antenna_found_initial = 0
grt_max_degree = 17
track_usage_pct = 22.2
grt_remaining_overflow = 0

[placed_design]
gp_congestion = 0.860
port_buffers = 64
dp_hpwl_um = 17000

[run_status]
status = completed
-- worst min-delay path, stage by stage --
cell and delay [ns]:
clkdlybuf4s50_1 0.77, and2_1 0.31, clkdlybuf4s50_1 0.39
-- cell type report --
class	instances	area [sq um]	area share, %
repair buffers	65	648	6.93
multi-input cells	720	7500	80.2
inverters	232	871	9.31
well taps	270	338	3.61
-- layout by cell type (no fill, tap or decap), types with 2 or more instances in the layout --
cell	synthesis	layout
a21oi_1	24	24
nor3_1	3	3
ha_1	104	104
xnor2_1	18	18
fa_1	194	194
nand3_1	8	8
nand2_1	157	157
a31oi_1	4	4
a211oi_1	2	2
nand4_1	2	2
inv_1	232	232
o21ai_0	14	14
xor2_1	10	10
clkdlybuf4s50_1	0	64
nand2b_1	3	3
nor2b_1	4	4
a21o_1	4	4
o21bai_1	3	3
nor2_1	15	15
o31ai_1	2	2
and2_1	125	125
o211ai_1	3	3
-- kinds of logic (layout without fill, tap and decap cells) --
| logic type | after synthesis | in the layout | share of synthesized area (%) |
|---|---|---|---|
| simple gates | 323 | 323 | 18.7 |
| fa+ha+maj | 298 | 298 | 61.1 |
| buf+inv | 264 | 297 | 11.7 |
| compound gates | 70 | 70 | 5.58 |
| xor+xnor | 28 | 28 | 2.89 |
| mux | 1 | 1 | 0.133 |
-- layer usage --
metal / vias up / GRT usage (%)
li1: 2998 / -
met1: 3103 / 33.4
met2: 237 / 31.3
met3: 7 / 11.8
met4: 0 / 0.670
met5: - / 0
-- path summary, 6_finish.rpt --
| check | end | cells after the start |
|---|---|---|
| max | result[29] | 20 |
| min | result[0] | 3 |
-- stage by stage --
step	instances	util, %	area (sq um)	setup slack, ns
3_5_place_dp	1287	45.7	9360	1.15
4_1_cts	1287	45.7	9360	1.10
5_1_grt	1287	45.7	9360	0.755
3_3_place_gp	1287	45.7	9360	1.11
6_report	1287	45.7	9360	1.17
2_1_floorplan	984	-	8490	2.87
